==> /design/flow/design.v <==
`default_nettype none
module reset_seq #(
    parameter int RESET_DELAY_CYCLES = 16
)(
    input wire reset_in,
    input wire clock,
    output logic reset_out
);
logic [RESET_DELAY_CYCLES:0] reset_seq;
initial begin
  reset_seq = '1;
end
always_ff @(posedge clock) begin
  if(reset_in) begin
    reset_seq = '1;
  end
  else begin
    reset_seq <= reset_seq >> 1;
  end
end
assign reset_out = reset_seq[0];
endmodule
`default_nettype wire
==> /design/flow/run.sh <==
#!/bin/bash
# OpenROAD 26Q1-2900-gdf79404cd8, Yosys 0.63+post, stock flow scripts
make -C /OpenROAD-flow-scripts/flow DESIGN_CONFIG=/design/flow/config.mk WORK_HOME=/design/flow/orfs finish
==> /design/flow/config.mk <==
export PLATFORM = sky130hd
export DESIGN_NAME = reset_seq
export DESIGN_NICKNAME = reset_seq
export VERILOG_FILES = /design/flow/design.v
export SDC_FILE = /design/flow/constraint.sdc
export NUM_CORES = 4
export LEC_CHECK = 1
export CORE_AREA = 10 10 70 70
export DIE_AREA = 0 0 80 80
==> /design/flow/constraint.sdc <==
current_design reset_seq

set clk_period 1.0
set clk_io_pct 0.2

create_clock -name clk0 -period $clk_period [get_ports {clock}]

set non_clock_inputs [all_inputs -no_clocks]
set_input_delay [expr $clk_period * $clk_io_pct] -clock clk0 $non_clock_inputs
set_output_delay [expr $clk_period * $clk_io_pct] -clock clk0 [all_outputs]
==> notes.md <==
Observations from the implementation run.

Synth:
- In the post-synthesis netlist, the biggest area contributors are dfxtp_1, or2_1, buf_6.
- By count the netlist is led by dfxtp_1, or2_1, buf_6.
- Yosys instantiated no cell more often than dfxtp_1.
- Counting flops with an async set or reset pin after synthesis yields a share of 0%.
- Counting flops and latches in the post-synthesis netlist gives 17.
- After synthesis, the largest area contributor takes up 75.3% of total cell area.
- The run puts the total of warnings raised by yosys at 1.
- The run gives the area of the synthesized netlist per yosys stat as 452 um^2.
- The run gives the post-synthesis average cell area as 13.3 um^2.
- The run puts the cell count after synthesis at 34.
- The run gives the count of distinct cell types in the synthesized netlist as 3.
- The run gives the cell area after technology mapping as 452 um^2.
- The run gives the register area share after synthesis as 75.3%.
- The run gives the total cells reported by yosys after synthesis as 34.
- The post-synth count of flops with an enable pin is 0.
- The run gives the biggest area consumer among synthesized cells as dfxtp_1.
- Among all flip-flop cells after synthesis, the most frequent one is dfxtp_1.

Finish:
- The run puts the layout filler cell count at 389.
- In the final layout, the multi-input gates occupy 100 um^2.
- The final report gives the standard cell area, fillers excluded, as 547 um^2.
- The layout summary lists the proportion of cells stronger than drive strength 1 as 12.5%.
- The largest registers in the layout are reset_seq x17.
- The run gives the number of flip-flops in the largest register as 17.
- The final report gives the core utilization as 16.0%.
- The run gives the area used by sequential logic in the layout as 340 um^2.
- The register with the most flip-flops in the final layout is reset_seq.
- The run puts the layout overhead on the synthesized area at 21.1%.
- The final report lists a non-filler cell total of 86.

Clock network:
- Per the CTS log, the root buffer master is clkbuf_4.
- TritonCTS built the clock tree.
- The run gives the count of hold buffers inserted by post-cts repair as 0.
- The run gives the insertion delay to the later sink of the worst-skew pair as 0.28 ns.
- The run puts the maximum clock path buffer count at 2.
- The run puts the H-tree depth at 1.
- In this run, CTS created clock tree buffers numbering 3.
- The run puts the clock transition time at the flip-flop clock pins of the worst setup and hold paths at 0.08 ns.
- The clock net in this run drives a total of 17 sinks.

Drt:
- Once detail routing completed, the nets flagged for antenna violations numbered 0.
- The run puts the count of routing violations after the opening detailed-route iteration at 2.
- The run puts the average wire per standard cell at 6.07 um.
- The run puts the total number of vias at 205.
- The run gives the total antenna diodes in the routed design as 0.
- The run gives the remaining routing DRC violations as 0.
- The run gives the mean number of vias per cell as 2.38.
- The run gives the first-pass iteration count of the detailed router as 2.
- The run gives the total wire length as 522 um.

Run status:
- The run finished with clean final reports.

Final timing:
- The run puts the final max-slew violation count at 0.
- The run gives the worst clock skew on the final layout as 0.000658 ns.
- From the final report, the count of setup violators was given as 0.
- The run gives the least setup slack across all paths after layout as 0.122 ns.
- The run puts the fmax at 1140 MHz.
- The run puts the count of final hold-check violations at 0.
- Setup repair after global routing left no endpoint under its margin.
- The run puts the final critical path time including I/O delays and setup at 0.878 ns.
- The run puts the slew at the pin closest to its max-slew limit at 0.124 ns.
- The run puts the worst slew slack as a fraction of its limit at 91.7%.
- In the finished design, the share of the clock period the worst path needs comes to 87.8%.

Setup path:
- STA reports a reg2reg setup slack of 0.38 ns.
- In this run the worst path has a maximum fanout of 1.
- The run gives the arrival time of the worst setup path as 0.68 ns.
- The critical path is of the reg -> out type.
- Listed in order, past its start point the critical path passes clkbuf_2.
- The run gives the startpoint class of the critical path as a flip-flop.
- The worst setup path is captured at an output port.
- The run gives the top cell family by delay on the critical path as flip-flops.
- The run gives the maximum cell stage delay along the critical path as 0.32 ns.
- The run gives the buffer and inverter count on the worst path as 1.
- The run gives the critical path data required time as 0.80 ns.
- The run gives the cell type of the slowest stage on the worst timing path as dfxtp_1.

Floorplan:
- In this run the core area contains 21 standard-cell rows.
- 3 I/O pins were placed.
- Per the OpenROAD floorplan log, the height of the die is 80 um.
- The run puts the area of the placeable core at 3420 um^2.
- The share of the core area taken by cells at floorplan is 13.2%.
- In this run the horizontal extent of the chip is 80 um.
- The run gives the area enclosed by the die boundary as 6400 um^2.

Placement:
- The run gives the worst setup slack before clock tree synthesis as -0.129 ns.
- The run puts the count of port buffers added during placement at 2.
- The run puts the global placer's final weighted congestion at 0.646.
- The run gives the instance area after placement as 526 um^2.
- The run gives the total instance count after detailed placement as 82.

Job:
- The run gives the number of maximum-capacitance violations as 0.
- The run puts the total number of warnings across the stage logs at 25.

Power:
- The run puts the total power draw at 1040 uW.
- The leakage power in the latest report is 0.000180 uW.
- The run gives the maximum vdd drop as 926 uV.
- The run puts the total power per unit cell area at 1910 nW/um^2.

GRT:
- Recorded from the global router log, the overflow total was 0.
- The via count of the first global-routing pass came to 161.
- The run gives the global-route wire length before repair as 807 um.
- The run puts the number of antenna violations at the first check in global routing at 0.
- The run gives the maximum number of pins on one net before global-route repair as 18.
- The run gives the aggregate global-route resource usage as 1.71%.

Worst hold path:
- The most critical min-delay path falls under reg -> reg.
-- where the power goes --
part	internal [uW]	switching, uW
clock	155	184
combinational	8.75	8.52
sequential	685	1.61
-- path summary, 6_finish.rpt --
path,from,to,cells after the start
setup reg to reg,reset_seq[13]$_SDFF_PP1_,reset_seq[12]$_SDFF_PP1_,1
hold reg to reg,reset_seq[15]$_SDFF_PP1_,reset_seq[14]$_SDFF_PP1_,1
hold / removal,reset_seq[15]$_SDFF_PP1_,reset_seq[14]$_SDFF_PP1_,1
setup / recovery,reset_seq[0]$_SDFF_PP1_,reset_out,1
-- cell families after synthesis --
kind of cell | count (synthesis) | share of synthesized area, %
buf+inv | 1 | 2.49
flops | 17 | 75.3
simple gates | 16 | 22.2
-- cell type report --
class	instances	area share, %
flip-flops and latches	17	62.2
multi-input cells	16	18.3
well taps	46	10.5
clock buffers	4	4.81
repair buffers	3	4.12
-- per-layer routing --
| metal | vias up | wire [um] | GRT usage, % |
|---|---|---|---|
| met1 | 85 | 294 | 2.54 |
| met3 | 2 | 54 | 1.82 |
| met5 | - | 0 | 0 |
| li1 | 112 | - | - |
| met2 | 6 | 154 | 1.36 |
| met4 | 0 | 18 | 0.528 |
-- timing repair --
action | in CTS | in global routing
endpoints found under the hold margin | 0 | 0
gates resized | 2 | 1
setup endpoints to repair | 1 | 1
buffers inserted | 0 | 0
-- stage by stage --
step	TNS, ns	hold slack, ns
2_1_floorplan	0	0.228
3_3_place_gp	-1.68	0.385
3_5_place_dp	-1.89	0.387
4_1_cts	0	0.407
5_1_grt	0	0.422
6_report	0	0.408
-- cell usage in the layout, fill, tap and decap left out --
cell and n:
clkbuf_1 1, buf_4 1, clkbuf_4 3, clkbuf_2 1, clkdlybuf4s50_1 1, or2_1 16, dfxtp_1 17
Power and IR drop assume default switching activity.
